==> /design/flow/design.v <==
module ALU
#(
	 parameter WIDTH = 32,
 	 parameter op = 2
)
(
input        [op-1:0]                   opcode,
input        [WIDTH-1:0]                op1,
input        [WIDTH-1:0]                op2,
output reg  [WIDTH-1:0]                 alu_out
);
wire  	 [WIDTH-1:0] 	 mux_4_to_1_out;
wire  	 [WIDTH-1:0] 	 bitwise_nand_out;
wire  	 [WIDTH-1:0] 	 mult_out;
wire  	 [WIDTH-1:0] 	 sub_out;
wire  	 [WIDTH-1:0] 	 add_out;
add 
#(
.WIDTH             (WIDTH)
)
add_inst
(
.in1                (op1),
.in2                (op2),
.out                (add_out)
);
sub 
#(
.WIDTH             (WIDTH)
)
sub_inst
(
.in1                (op1),
.in2                (op2),
.out                (sub_out)
);
mult 
#(
.WIDTH             (WIDTH)
)
mult_inst
(
.in1                (op1),
.in2                (op2),
.out                (mult_out)
);
bitwise_nand
#(
.WIDTH             (WIDTH)
)
bitwise_nand_inst
(
.in1                (op1),
.in2                (op2),
.out                (bitwise_nand_out)
);
mux_4_to_1 
#(
.WIDTH             (WIDTH)
)
mux_4_to_1_inst
(
.i_data0            (add_out),
.i_data1            (sub_out),
.i_data2            (mult_out),
.i_data3            (bitwise_nand_out),
.i_sel              (opcode),
.o_data             (mux_4_to_1_out)
);
always@* alu_out = mux_4_to_1_out;
endmodule
module add
#(
	parameter WIDTH = 32
)
(
input [WIDTH-1:0] in1,
input [WIDTH-1:0] in2,
output reg [WIDTH-1:0] out
);
always@*
begin
	out = in1 + in2;
end
endmodule
module bitwise_nand
#(
	parameter WIDTH = 32
)
(
input [WIDTH-1:0] in1,
input [WIDTH-1:0] in2,
output reg [WIDTH-1:0] out
);
always@*
begin
	out = ~(in1 & in2);
end
endmodule
module mult
#(
	parameter WIDTH = 32
)
(
input [WIDTH-1:0] in1,
input [WIDTH-1:0] in2,
output reg [WIDTH-1:0] out
);
always@*
begin
	out = in1 * in2;
end
endmodule
module mux_4_to_1
#(
	parameter   WIDTH = 32,
	parameter	width2 = 2
)
(
input      [WIDTH-1:0]     i_data0,
input      [WIDTH-1:0]     i_data1,
input      [WIDTH-1:0]     i_data2,
input      [WIDTH-1:0]     i_data3,
input      [width2-1:0] i_sel,
output reg [WIDTH-1:0]     o_data
);
always@*
	begin
		case(i_sel)
			2'b00 : o_data = i_data0;
			2'b01 : o_data = i_data1;
			2'b10 : o_data = i_data2;
			2'b11 : o_data = i_data3;
		endcase
	end	
endmodule
module sub
#(
	parameter WIDTH = 32
)
(
input [WIDTH-1:0] in1,
input [WIDTH-1:0] in2,
output reg [WIDTH-1:0] out
);
always@*
begin
	out = in1 - in2;
end
endmodule
==> /design/flow/run.sh <==
#!/bin/bash
# OpenROAD 26Q1-2900-gdf79404cd8, Yosys 0.63+post, stock flow scripts
make -C /OpenROAD-flow-scripts/flow DESIGN_CONFIG=/design/flow/config.mk WORK_HOME=/design/flow/orfs finish
==> /design/flow/config.mk <==
export PLATFORM = sky130hd
export DESIGN_NAME = ALU
export DESIGN_NICKNAME = ALU
export VERILOG_FILES = /design/flow/design.v
export SDC_FILE = /design/flow/constraint.sdc
export NUM_CORES = 4
export LEC_CHECK = 1
export CORE_UTILIZATION = 30
==> /design/flow/constraint.sdc <==
current_design ALU

set clk_period 27.4
set clk_io_pct 0.2

create_clock -name clk0 -period $clk_period

set non_clock_inputs [all_inputs -no_clocks]
set_input_delay [expr $clk_period * $clk_io_pct] -clock clk0 $non_clock_inputs
set_output_delay [expr $clk_period * $clk_io_pct] -clock clk0 [all_outputs]
==> out/metrics.yaml <==
floorplanning:
  dieArea_sq_mm: 0.06283
  die_x_um: 250.7
  die_y_um: 250.7
  ios: 98
  rows: 90
  core_sq_mm: 0.06070
  fp_util: 0.3056
route:
  drtIter0Drc: 546
  dr_wl_met2_mm: 25.92
  wirelength_mm: 58.09
  wl_met3_mm: 7.072
  first_pass_iters: 5
  antenna_cells: 0
  dr.max_layer_used: "met5"
  met1Wirelength_mm: 23.02
  ant_nets: 0
  viasPerCell: 4.950
  remaining_drc_errors: 0
  wl_per_cell_um: 19.45
  vias: 14785
cells_and_area:
  final_common_cell: "fa_1"
  clkbuf_count: 0
  synthToLayoutAreaGrowth_pct: 9.854
  drive_gt1_frac: 0.02766
  comb_area_sq_mm: 0.01660
  regArea_sq_um: 0
  final_cell_mix: "fa_1, inv_1, and2_1"
  fillers: 6151
  flops: 0
synth:
  syn_inst: 2186
  ys_seq_share: 0
  yosys_cells: 2186
  ys.warnings.count: 6
  syn_avg_cell_area_sq_um: 8.486
  yosysUniqueCellTypes: 55
  yosysChipArea_sq_mm: 0.01855
  syn-cell-area_sq_mm: 0.01855
timing:
  setup_tns_ns: 0
  slew_violations: 0
  worstMarginPinSlew_ns: 0.9274
  max_freq_mhz: 52.27
  rsz0062_at_grt: "false"
  hold_violations: 0
  slew_headroom: 0.3817
  min_period_ns: 19.13
  finalSetupViolCount: 0
  min_period_over_period: 0.6983
hold_path:
  holdCritPathClass: "in2out"
  holdCritStartpoint: "opcode[1]"
  holdPathEnd: "alu_out[0]"
  holdPathStages: 4
job:
  log.warning_count: 33
  maxCapViolations: 0
setup_path:
  crit_arrival_ns: 13.65
  path_max_fanout: 20
  endpoint_kind: "output port"
  criticalPathCategory: "in2out"
  startpoint_type: "primary input"
  critPathRequiredTime_ns: 21.92
clock_network:
  postCtsHoldBufs: 0
  post_cts_buffers: 0
  ctsResizeCount: 0
placed_design:
  dp.final_hpwl_mm: 44.23
  io_buffers: 98
  gp_congestion: 0.9454
global_route:
  grt_pass1_vias: 16469
  overflow: 0
  grt_max_degree: 69
  grt_usage: 0.2047
  antenna_found_initial: 1
  grt_first_pass_wirelength_mm: 94.17
status:
  outcome: "finished clean"
==> critical path: stages <==
cell	delay [ns]
clkdlybuf4s50_1	0.84
and2_1	0.40
fa_1	0.47
fa_1	0.54
inv_1	0.05
fa_1	0.47
inv_1	0.05
fa_1	0.41
fa_1	0.48
fa_1	0.59
fa_1	0.45
fa_1	0.50
ha_1	0.37
and3_1	0.25
a221oi_1	0.32
o211ai_1	0.17
o21bai_1	0.34
a21boi_0	0.20
o41ai_1	0.33
xnor2_1	0.14
o211ai_1	0.19
o21a_1	0.15
clkdlybuf4s50_1	0.46
==> worst max-delay path by stage <==
| stage | to | from | depth (start not counted) | slack (ns) |
|---|---|---|---|---|
| CTS | alu_out[31] | op2[11] | 24 | 8.26 |
| global route | alu_out[31] | op2[11] | 24 | 7.86 |
| finish | alu_out[31] | op2[14] | 23 | 8.27 |
==> kinds of logic (layout without fill, tap and decap cells) <==
group	count (synthesis)	count (layout)	share of synthesized area
xor+xnor	141	141	0.06657
buf+inv	518	537	0.1053
compound gates	229	229	0.07750
mux	6	6	0.003238
simple gates	727	727	0.2008
fa+ha+maj	565	565	0.5466
==> metrics by stage <==
stage	worst slack, ns	util	area (sq um)	hold WS [ns]	cells
final	8.268	0.3357	20380	11.99	2987
after global routing	7.856	0.3357	20380	12.06	2987
after CTS	8.259	0.3357	20380	11.99	2987
after detailed placement	8.315	0.3357	20380	11.99	2987
after global placement	8.319	0.3357	20380	12.00	2987
after floorplan	9.912	-	18550	11.09	2186
==> Yosys cell counts (2+ instances only) <==
master | count | area [sq um]
or3_4 | 2 | 22.52
mux2i_1 | 6 | 60.06
a221oi_1 | 2 | 17.52
o21bai_1 | 10 | 75.07
nand2b_1 | 14 | 87.58
o211ai_1 | 24 | 180.2
a31o_2 | 2 | 17.52
a21o_1 | 15 | 112.6
a211oi_1 | 5 | 37.54
xnor2_1 | 97 | 849.6
fa_1 | 409 | 8188
o21a_1 | 8 | 60.06
buf_1 | 5 | 18.77
o21ai_0 | 63 | 315.3
nor2b_1 | 4 | 25.02
o22ai_1 | 2 | 12.51
a31oi_1 | 3 | 18.77
or3_1 | 6 | 37.54
xor2_1 | 44 | 385.4
nor3_1 | 19 | 95.09
a21boi_0 | 3 | 22.52
nand2_1 | 271 | 1017
nor2_1 | 43 | 161.4
and2_1 | 313 | 1958
clkbuf_1 | 121 | 454.2
o31a_1 | 2 | 17.52
ha_1 | 156 | 1952
a211o_1 | 2 | 17.52
o31ai_1 | 7 | 52.55
and3_1 | 10 | 62.56
inv_1 | 390 | 1464
o2111a_1 | 2 | 22.52
nor4_1 | 5 | 31.28
nand3_1 | 28 | 140.1
o41ai_1 | 4 | 35.03
nand4_1 | 6 | 37.54
a21oi_1 | 65 | 325.3
==> metal layers <==
metal / global-route usage / vias to the layer above
met5: 0.005405 / -
met4: 0.05574 / 2
met3: 0.09547 / 111
met2: 0.3094 / 708
met1: 0.2680 / 7281
li1: - / 6683
==> final cells by class <==
class | instances | area share
Multi-Input combinational cell | 1668 | 0.8145
Timing Repair Buffer | 147 | 0.06570
Tap cell | 782 | 0.04801
Inverter | 390 | 0.07184
